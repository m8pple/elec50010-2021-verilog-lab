File: ./config.mk
export PLATFORM = sky130hd
export DESIGN_NAME = multiplier_iterative
export DESIGN_NICKNAME = multiplier_iterative
export VERILOG_FILES = /design/flow/design.v
export SDC_FILE = /design/flow/constraint.sdc
export NUM_CORES = 4
export LEC_CHECK = 1
export CORE_UTILIZATION = 30
File: ./constraint.sdc
current_design multiplier_iterative

set clk_period 1.0
set clk_io_pct 0.2

create_clock -name clk0 -period $clk_period [get_ports {clk}]

set non_clock_inputs [all_inputs -no_clocks]
set_input_delay [expr $clk_period * $clk_io_pct] -clock clk0 $non_clock_inputs
set_output_delay [expr $clk_period * $clk_io_pct] -clock clk0 [all_outputs]
File: ./design.v
module multiplier_iterative(
    input clk,
    input logic valid_in,
    input logic[31:0] a,
    input logic[31:0] b,
    output logic valid_out,
    output logic[63:0] r
);
    logic[31:0] mp, mp_next;
    logic[63:0] mc, mc_next;
    logic[63:0] acc, acc_next;
    logic[5:0] i, i_next;
    always @(*) begin
        if (valid_in == 1) begin
            mp_next = a;
            mc_next = b;
            acc_next = 0;
            i_next = 0;
        end
        else if (i != 32) begin
            acc_next = acc + ( mp[0] ? mc : 0 );
            mp_next = mp>>1;
            mc_next = mc<<1;
            i_next = i + 1;
        end
    end
    always_ff @(posedge clk) begin
        mp <= mp_next;
        mc <= mc_next;
        acc <= acc_next;
        i <= i_next;
        if (i_next==32) begin
            r <= acc_next;
            valid_out <= 1;
        end
        else begin
            valid_out <= 0;
        end
    end
endmodule
File: ./run.sh
#!/bin/bash
# OpenROAD 26Q1-2900-gdf79404cd8, Yosys 0.63+post, stock flow scripts
make -C /OpenROAD-flow-scripts/flow DESIGN_CONFIG=/design/flow/config.mk WORK_HOME=/design/flow/orfs finish
==> out/metrics.csv <==
stage;metric;value;unit
yosys;syn_avg_cell_area;10.9;µm²
cts;clk_pin_slew;0.06;ns
yosys;synth.lib_cells_used.distinct;58;
worst_setup_path;cpMaxStageDelayCell;edfxtp_1;
yosys;yosysTopAreaCell;dfxtp_1;
yosys;ys.flop_type;dfxtp_1;
cells_and_area;regArea;7760;µm²
placed_design;gp_congestion;0.876;
global_routing;grt_first_pass_wirelength;45.8;mm
worst_setup_path;path_class;flip-flop to output pin;
cells_and_area;fin_cells;1944;
yosys;synth_cells;1211;
power_and_ir_drop;seq_power_share;47.0;%
worst_setup_path;required;0.80;ns
worst_setup_path;crit_start;r[4];
die;die_area;44900;µm²
timing;holdWs;1.12;ns
yosys;ys_sh_simple;13.3;%
worst_setup_path;path_depth;1;
min_path;hold_depth;1;
cells_and_area;utilization;36.4;%
timing;finalSetupViolations;65;
yosys;synth_xor_xnor_area_share;3.78;%
flow_run;max-cap-violations;0;
yosys;synthAoiAreaFrac;10.5;%
timing;relSlewSlack;46.5;%
worst_setup_path;crit_chain;buf_2;
die;die_y;212;µm
placed_design;place_ws;0.00953;ns
yosys;synth-warning-count;1;
cts;postCtsSetupBuffers;0;
global_routing;grt_max_degree;73;
timing;slew_violations;0;
detailed_routing;ant_nets;0;
outcome;status;finished, violations left;
placed_design;place_hpwl;19.8;mm
die;io_pins;131;
flow_run;warnings;28;
worst_setup_path;cp_max_fo;1;
yosys;async_flop_share;0;%
power_and_ir_drop;clkPwrFrac;50.3;%
yosys;ys_cells;1211;
cts;clock_tree.buffer_depth;3;
worst_setup_path;worstSetupEndpoint;r[4];
detailed_routing;drcViolationCount;0;
yosys;ys_ff;397;
detailed_routing;wire_per_inst;14.6;µm
placed_design;dpl_cell_area;15200;µm²
worst_setup_path;start_kind;flip-flop;
placed_design;dp.cells;1892;
power_and_ir_drop;vdd_drop_max;1000;µV
power_and_ir_drop;combPwrFrac;2.7;%
cells_and_area;combGateArea;5220;µm²
power_and_ir_drop;p_leak;6.63;nW
timing;tns;-13.82;ns
timing;hold_viol;0;
global_routing;antenna_found_initial;0;
timing;rsz0062_at_grt;yes;
global_routing;track_usage;13.3;%
cts;root_buffer;clkbuf_16;
power_and_ir_drop;power;20.4;mW
die;fp_util;30.5;%
detailed_routing;firstDrtPassIters;5;
cells_and_area;design_area;15800;µm²
yosys;edf_count;64;
yosys;ys_sh_mux;5.54;%
outcome;violations;negative setup slack;
placed_design;port_buffers;130;
power_and_ir_drop;p_sw_share;20.4;%
detailed_routing;vias;8785;
cells_and_area;fill_cells;4214;
global_routing;overflow;0;
yosys;synth_top_cell_by_count;dfxtp_1;
power_and_ir_drop;power_switching;4.18;mW
cells_and_area;drive_gt1_share;13.9;%
timing;tightest_slew;0.802;ns
yosys;topCombFamilyByArea;simple AND/OR/NAND/NOR gates;
yosys;area_leaders;dfxtp_1 25%, dlxtn_1 19%, edfxtp_1 15%, ha_1 6.2%, mux2_2 5.5%;
timing;fin_crit;1.24;ns
die;core;43300;µm²
yosys;yosys_area;13200;µm²
worst_setup_path;cpPeakStageDelay;0.37;ns
worst_setup_path;crit_path_end_kind;output pin;
yosys;adder_share;6.31;%
timing;unconstrained_endpoints;461;
cts;cts_buffers;27;
yosys;common_cells;167 x dfxtp_1, 166 x dlxtn_1, 89 x nor2_1;
timing;period_used_share;124;%
timing;unclocked_pins;166;
power_and_ir_drop;intPower;16.3;mW
cts;cts_tree;yes;
detailed_routing;via_per_inst;4.52;
detailed_routing;drt_iter0_drc;403;
cts;ctsHtreeMaxLevel;1;
worst_setup_path;cp_num_buf_inv;1;
yosys;top_area_share;25.3;%
timing;finalWorstSetupSlack;-0.240;ns
worst_setup_path;critical-path-top-delay-family;flip-flops;
cells_and_area;syn_to_final_growth;19.3;%
power_and_ir_drop;powerDensity;1300;nW/µm²
min_path;min_path_type;flip-flop to output pin;
timing;fmax;807;MHz
die;dieWidth;212;µm
worst_setup_path;cp.arrival;1.04;ns
yosys;syn_area;13200;µm²
die;rows;76;
global_routing;grt_pass1_vias;8599;
detailed_routing;wl;28.4;mm
[power by group through the flow]
stage         Combinational (mW)  Sequential, mW  Clock [mW]
CTS                        0.568            9.60        10.7
global route               0.603            9.59        11.1
finish                     0.555            9.60        10.3
[layout by cell type, fill, tap and decap left out, drive strengths merged, types with 21 or more instances in the layout]
cell type	Yosys	routed
inv	21	22
and2	71	71
clkdlybuf4s50	0	64
dlxtn	166	166
clkbuf	41	33
mux2	65	65
buf	2	75
xor2	24	24
ha	65	65
o21ai	42	42
nor2	89	89
a21o	27	27
nor2b	42	42
edfxtp	64	64
nand2	58	58
dfxtp	167	167
nand4	21	21
xnor2	33	33
a21oi	79	79
[flip-flops by register name, indices dropped and copies added (netlist names), 32 cells and up]
name,flops
acc,64
acc_next,64
mc,64
mc_next,64
mp,32
mp_next,32
r,64
[timing repair]
item | CTS | global route
endpoints found under the setup margin | 65 | 65
gates resized | 195 | 0
pin swaps | 0 | 0
hold buffers | 0 | 0
[worst min-delay path by stage]
| stage | from | to |
|---|---|---|
| after global routing | r[12] | r[12] |
| final | valid_out | valid_out |
| after CTS | valid_out | valid_out |
[final cells by class]
cell class | count | area share [%]
Sequential cell | 397 | 49.2
Multi-Input combinational cell | 750 | 33.1
Timing Repair Buffer | 139 | 6.63
Tap cell | 585 | 4.65
Clock buffer | 33 | 4.50
Clock inverter | 16 | 1.33
Inverter | 21 | 0.500
Antenna cell | 3 | 0.0477
[kinds of logic after synthesis]
group                      Yosys count
DFF                                231
xor gates and xnor gates            57
muxes                               65
buffers and inverters               64
AOI/OAI and AO/OA                  222
adders and majority gates           66
latches                            166
and+or+nand+nor                    340
[per-layer routing]
| metal | vias up | GRT usage [%] | wire (µm) |
|---|---|---|---|
| met5 | - | 0 | 0 |
| met4 | 0 | 2.22 | 562 |
| met3 | 37 | 2.91 | 1720 |
| met2 | 189 | 19.9 | 12300 |
| met1 | 4072 | 20.5 | 13800 |
| li1 | 4487 | - | - |
No activity file was given, so power comes from the tool's default toggle rates.
